==> design/flow/design.v <==
module adder (input [31:0] a, b,
                output [31:0] y);
    assign y =  a + b;
endmodule  
module mux2 (input logic [31:0] d0, d1,
              input logic s,
              output logic [31:0] y);
    assign y = s ? d1: d0;
endmodule  
module mux3 (input logic [31:0] d0, d1, d2,
                 input logic [1:0] s,
                 output logic [31:0] y);
    assign y = s[1] ? d2 : (s[0] ? d1 : d0);
endmodule  
module mux4 (input logic [31:0] d0, d1, d2, d3,
             input logic [1:0] s,
             output logic [31:0] y);
    always_comb begin
        case (s)
            2'b00: y = d0;
            2'b01: y = d1;
            2'b10: y = d2;
            2'b11: y = d3;
            default: y = 32'b0;
        endcase
    end
endmodule  
module regfile (input logic clk, we3, clr,
                input logic [4:0] a1, a2, a3,
                input logic [31:0] wd3,
                output logic [31:0] rd1, rd2);
    logic [31:0] rf[31:0];
    always_ff @(posedge clk or posedge clr) begin
        if (clr) begin
            integer i;
            for (i = 0; i < 32; i=i+1)
                rf[i] <= 32'b0;
        end else if (we3) rf[a3] <= wd3;
    end
    always_comb begin
        if (we3 && (a3 == a1)) rd1 = wd3;  
        else if (a1 == 0) rd1 = 32'b0;  
        else rd1 = rf[a1];  
        if (we3 && (a3 == a2)) rd2 = wd3;
        else if (a2 == 0) rd2 = 32'b0;
        else rd2 = rf[a2];
    end
endmodule  
module alu (input logic [31:0] d0, d1,
            input logic [3:0] s,
            output logic [31:0] y);
    always_comb begin
        case (s)
            4'b0000: y = d0 + d1;  
            4'b0001: y = d0 - d1;  
            4'b0111: y = d0 << d1[4:0];  
            4'b0101: y = ($signed(d0) < $signed(d1)) ? 32'b1 : 32'b0;  
            4'b0110: y = (d0 < d1) ? 32'b1 : 32'b0;  
            4'b0100: y = d0 ^ d1;  
            4'b1001: y = $signed(d0) >>> d1[4:0];  
            4'b1000: y = d0 >> d1[4:0];  
            4'b0011: y = d0 | d1;  
            4'b0010: y = d0 & d1;  
            default: y = 32'bx;
        endcase
    end
endmodule  
module branch_unit (input logic [31:0] SrcAE, SrcBE,
                    input logic [2:0] funct3E,
                    output logic branchTakenE
);
    logic eqE, ltE, ltuE;
    assign eqE = (SrcAE == SrcBE);
    assign ltE = $signed(SrcAE) < $signed(SrcBE);
    assign ltuE = $unsigned(SrcAE) < $unsigned(SrcBE);
    always_comb begin
        case (funct3E)
            3'b000: branchTakenE = eqE;  
            3'b001: branchTakenE = !eqE;  
            3'b100: branchTakenE = ltE;  
            3'b101: branchTakenE = !ltE;  
            3'b110: branchTakenE = ltuE;  
            3'b111: branchTakenE = !ltuE;  
            default: branchTakenE =  1'b0;
        endcase
    end
endmodule  
==> design/flow/run.sh <==
#!/bin/bash
# OpenROAD 26Q1-2900-gdf79404cd8, Yosys 0.63+post, stock flow scripts
make -C /OpenROAD-flow-scripts/flow DESIGN_CONFIG=/design/flow/config.mk WORK_HOME=/design/flow/orfs finish
==> design/flow/config.mk <==
export PLATFORM = sky130hd
export DESIGN_NAME = regfile
export DESIGN_NICKNAME = regfile
export VERILOG_FILES = /design/flow/design.v
export SDC_FILE = /design/flow/constraint.sdc
export NUM_CORES = 4
export LEC_CHECK = 1
export CORE_UTILIZATION = 50
==> design/flow/constraint.sdc <==
current_design regfile

set clk_period 8.2
set clk_io_pct 0.2

create_clock -name clk0 -period $clk_period [get_ports {clk}]

set non_clock_inputs [all_inputs -no_clocks]
set_input_delay [expr $clk_period * $clk_io_pct] -clock clk0 $non_clock_inputs
set_output_delay [expr $clk_period * $clk_io_pct] -clock clk0 [all_outputs]
==> results.py <==
# Metrics from the implementation run
metrics = {
    "status": {
        "status": "complete, no violations",
    },
    "cts": {
        "cts.clk_slew.worst_paths_ns": 0.06,
        "cts_root_buf": "clkbuf_16",
        "cts_max_level": 3,
        "clockBufferDepth": 3,
        "postCtsHoldBufs": 0,
        "tritoncts": "yes",
        "cts_resized": 0,
        "numCtsBuffers": 110,
        "cts_setup_buffers": 0,
        "cts_sinks": 992,
        "clock_latency_ns": 0.73,
    },
    "layout": {
        "layout.area.comb_sq_um": 25300,
        "fillers": 8560,
        "lay_top_cells": "dfrtp_1, mux2_2, a22oi_1",
        "largest_reg_flops": 992,
        "drive_gt1_frac": 0.338,
        "regMostFlops": "rf",
        "area_growth_pct": 13.9,
        "reg.largest.list": "rf (992)",
        "seqCellArea_sq_um": 24800,
        "final_common_cell": "dfrtp_1",
        "final_cell_area_sq_um": 58900,
        "final_cells": 6052,
    },
    "placed_design": {
        "dp_cells": 5821,
        "dpl.hpwl_um": 176000,
        "port_buffers": 113,
        "place_congestion": 1.08,
        "placed_area_sq_um": 55100,
    },
    "run": {
        "maxCapViolations": 0,
        "warnings": 56,
    },
    "synth": {
        "synth.avg_cell_area_sq_um": 11.4,
        "topCellsByArea": "dfrtp_1, mux2_2, a22oi_1",
        "synth_stat.cells": 4537,
        "xor_share": 0.00169,
        "syn_inst": 4537,
        "edf_count": 0,
        "synthTopLogicFamily": "multiplexers",
        "ys_sh_simple": 0.119,
        "ys_seq_share": 0.480,
        "largest_area_cell": "dfrtp_1",
        "yosys_warnings": 2,
        "ys_ff": 992,
        "yosys_area_sq_um": 51700,
        "ys_sh_mux": 0.215,
        "netlist_area_sq_um": 51700,
        "ff_type": "dfrtp_1",
        "top_area_frac": 0.480,
        "yosysUniqueCellTypes": 81,
        "async_flop_share": 1.00,
        "ys_sh_adder": 0,
        "synthAoiAreaFrac": 0.142,
    },
    "timing": {
        "clock_skew_ns": 0,
        "grt_setup_unrepaired": "false",
        "tns_ns": 0,
        "hold_violations": 0,
        "worst_pin_slew_ns": 1.26,
        "max_freq_mhz": 125,
        "setup_viol": 0,
        "holdWs_ns": 0.512,
        "period_needed_ns": 8.00,
        "final_max_slew_viol_count": 0,
        "timing.final.crit_share": 0.975,
        "slew_headroom": 0.152,
    },
    "global_route": {
        "antenna_found_initial": 40,
        "grt_pass1_wl_um": 386000,
        "grt_overflow": 0,
        "grt_usage": 0.576,
        "grt_max_degree": 114,
        "grt_pass1_vias": 45100,
    },
    "power_and_ir_drop": {
        "ir_drop_v": 0.000173,
        "p_per_area_nw_per_um2": 239,
        "power_leakage_uw": 0.0266,
    },
    "die": {
        "coreArea_sq_um": 102000,
        "rows": 117,
        "fp_util": 0.506,
        "design.portCount": 114,
        "dieArea_sq_um": 105000,
        "die_h_um": 324,
        "die_x_um": 324,
    },
    "route": {
        "vias": 47600,
        "ant_nets": 0,
        "wl_um": 286000,
        "wl_per_cell_um": 47.3,
        "dr.pass1.iters": 10,
        "first_iter_violations": 6795,
        "drc": 0,
        "vias_per_cell": 7.86,
    },
    "worst_setup_path": {
        "critical_path_class": "input port to primary output",
        "end_kind": "primary output",
        "critPathLaunchType": "input port",
        "cp.required_ns": 6.56,
        "rr_worst_depth": 1,
        "regToRegEndpoint": "rf[25][31]$_DFFE_PP0P_",
        "arrival_ns": 6.36,
        "crit_fanout": 20,
        "r2r_slack_ns": 7.25,
        "reg2reg_from": "rf[25][31]$_DFFE_PP0P_",
    },
    "min_path": {
        "hold_path.class": "register to register",
        "min_path_cells": 2,
        "hold_end": "rf[4][28]$_DFFE_PP0P_",
        "hold_path.startpoint": "rf[4][28]$_DFFE_PP0P_",
    },
}
[where the power goes]
group	switching [uW]	total [uW]	internal, uW
logic	1060	2110	1050
registers	932	6780	5840
clock network	2140	5200	3060
[synthesized netlist by cell type, types with 66 or more instances]
cell type  number
a22oi_1       593
mux2_2        976
and3_1        361
o21ai_0        72
buf_2         191
dfrtp_1       992
nand4_1       119
nor2_1         82
clkbuf_1      227
nand3_1       113
a2111oi_0     106
nand2_1       180
nor4_1         66
[metrics by stage]
stage               power, uW  setup slack (ns)  utilization
floorplan                7780             -7.11            -
global placement         8800            -0.418        0.539
detailed placement       8830             0.763        0.539
CTS                     14000             0.764        0.576
global route            14500             0.514        0.576
finish                  14100             0.204        0.577
[worst max-delay path, cell delays in order]
cell             delay, ns
buf_2                 0.51
buf_4                 0.37
or2_1                 0.43
nor2_4                0.28
buf_4                 0.38
a2111oi_2             0.97
o2111ai_1             0.65
nor4_1                0.49
o21ai_1               0.13
clkdlybuf4s50_1       0.41
[worst max path at each step]
| stage | cells after the start | to | from |
|---|---|---|---|
| after CTS | 10 | rd1[24] | a1[3] |
| after global routing | 10 | rd1[24] | a1[3] |
| final | 10 | rd1[24] | a1[3] |
[kinds of logic after synthesis]
family          Yosys count
xor+xnor                 10
simple gates           1072
flops                   992
compound gates          997
mux                     991
buf+inv                 475
[metal layers]
metal	part of all wire	global-route usage	up-vias
li1	-	-	17500
met1	0.34	0.721	23600
met2	0.38	0.714	4686
met3	0.19	0.404	1659
met4	0.094	0.369	64
met5	0.0036	0.0407	-
[area by class of cell]
type,count,share of cell area
multi-input cells,3070,0.430
flip-flops and latches,992,0.421
repair buffers,375,0.0540
clock buffers,152,0.0538
well taps,1368,0.0291
clock inverters,41,0.00945
diodes,38,0.00161
inverters,16,0.00108
No activity file was given, so power comes from the tool's default toggle rates.
