==> flow/design.v <==
module IFregister (input logic clk, en, clr,
                    input logic [31:0] d,
                    output logic [31:0] q);
    always_ff @(posedge clk or posedge clr)
        if (clr) begin
            q <= 32'b0;
        end
        else if (en) q <= d;
        else q <= 32'bx;
endmodule  
module IFIDregister (input logic clk, clr, en,
                    input logic [31:0] RD_instr, PCF, PCPlus4F,
                    output logic [31:0] InstrD, PCD, PCPlus4D);
    always_ff @(posedge clk or posedge clr)
        if (clr) begin
            InstrD <= 32'b0;
            PCD <= 32'b0;
            PCPlus4D <= 32'b0;
        end
        else if (en) begin
            InstrD <= RD_instr;
            PCD <= PCF;
            PCPlus4D <= PCPlus4F;
        end
endmodule  
module IDEXregister (input logic clk, clr,
                    input logic RegWriteD,
                    input logic [1:0] ResultSrcD,
                    input logic MemWriteD,
                    input logic JumpD,
                    input logic BranchD,
                    input logic [3:0] ALUControlD,
                    input logic ALUSrcD,
                    input logic SrcAsrcD,
                    input logic [2:0] funct3D,
                    input logic jumpRegD,
                    input logic is_M,
                    output logic RegWriteE,
                    output logic [1:0] ResultSrcE,
                    output logic MemWriteE,
                    output logic JumpE,
                    output logic BranchE,
                    output logic [3:0] ALUControlE,
                    output logic ALUSrcE,
                    output logic SrcAsrcE,
                    output logic [2:0] funct3E,
                    output logic jumpRegE,
                    output logic is_ME,
                    input logic [31:0] RD1, RD2, PCD,
                    input logic [4:0] Rs1D, Rs2D, RdD,
                    input logic [31:0] ImmExtD,
                    input logic [31:0] PCPlus4D,
                    output logic [31:0] RD1E, RD2E, PCE,
                    output logic [4:0] Rs1E, Rs2E, RdE,
                    output logic [31:0] ImmExtE,
                    output logic [31:0] PCPlus4E
);
    always_ff @(posedge clk or posedge clr) begin
        if (clr) begin
            RegWriteE <= 1'b0;
            ResultSrcE <= 2'b0;
            MemWriteE <= 1'b0;
            JumpE <= 1'b0;
            BranchE <= 1'b0;
            ALUControlE <= 4'b0;
            ALUSrcE <= 1'b0;
            SrcAsrcE <= 1'b0;
            funct3E <= 3'b0;
            jumpRegE <= 1'b0;
            is_ME <= 1'b0;
            RD1E <= 32'b0; RD2E <= 32'b0; PCE <= 32'b0;
            Rs1E <= 5'b0; Rs2E <= 5'b0; RdE <= 5'b0;
            ImmExtE <= 32'b0;
            PCPlus4E <= 32'b0;
        end else begin
            RegWriteE <= RegWriteD;
            ResultSrcE <= ResultSrcD;
            MemWriteE <= MemWriteD;
            JumpE <= JumpD;
            BranchE <= BranchD;
            ALUControlE <= ALUControlD;
            ALUSrcE <= ALUSrcD;
            SrcAsrcE <= SrcAsrcD;
            funct3E <= funct3D;
            jumpRegE <= jumpRegD;
            is_ME <= is_M;
            RD1E <= RD1; RD2E <= RD2; PCE <= PCD;
            Rs1E <= Rs1D; Rs2E <= Rs2D; RdE <= RdD;
            ImmExtE <= ImmExtD;
            PCPlus4E <= PCPlus4D;
        end
    end   
endmodule
module Intemediate_register (input logic clk, clr,
                    input logic RegWriteE,
                    input logic [1:0] ResultSrcE,
                    input logic MemWriteE,
                    input logic [2:0] funct3E,
                    input logic is_ME,
                    output logic RegWrite_interm,
                    output logic [1:0] ResultSrc_interm,
                    output logic MemWrite_interm,
                    output logic [2:0] funct3_interm,
                    output logic is_M_interm,
                    input logic [31:0] ALUResultE,
                    input logic [31:0] WriteDataE,
                    input logic [4:0] RdE,
                    input logic [31:0] ImmExtE,
                    input logic [31:0] PCPlus4E,
                    input logic [31:0] SrcAE,
                    input logic [31:0] SrcBE,
                    output logic [31:0] ALUResult_interm,
                    output logic [31:0] WriteData_interm,
                    output logic [4:0] Rd_interm,
                    output logic [31:0] ImmExt_interm,
                    output logic [31:0] PCPlus4_interm,
                    output logic [31:0] SrcA_interm,
                    output logic [31:0] SrcB_interm
);
    always_ff @(posedge clk or posedge clr) begin
        if (clr) begin
            RegWrite_interm <= 1'b0;
            ResultSrc_interm <= 2'b0;
            MemWrite_interm <= 1'b0;
            funct3_interm <= 3'b0;
            is_M_interm <= 1'b0;
            ALUResult_interm <= 32'b0;
            WriteData_interm <= 32'b0;
            Rd_interm <= 5'b0;
            ImmExt_interm <= 32'b0;
            PCPlus4_interm <= 32'b0;
            SrcA_interm <= 32'b0;
            SrcB_interm <= 32'b0;
        end else begin
            RegWrite_interm <= RegWriteE;
            ResultSrc_interm <= ResultSrcE;
            MemWrite_interm <= MemWriteE;
            funct3_interm <= funct3E;
            is_M_interm <= is_ME;
            ALUResult_interm <= ALUResultE;
            WriteData_interm <= WriteDataE;
            Rd_interm <= RdE;
            ImmExt_interm <= ImmExtE;
            PCPlus4_interm <= PCPlus4E;
            SrcA_interm <= SrcAE;
            SrcB_interm <= SrcBE;
        end
    end  
endmodule
module IntermMEMregister (input logic clk, clr,  
                    input logic RegWrite_interm,
                    input logic [1:0] ResultSrc_interm,
                    input logic MemWrite_interm,
                    input logic [2:0] funct3_interm,
                    input logic is_M_interm,
                    output logic RegWriteM,
                    output logic [1:0] ResultSrcM,
                    output logic MemWriteM,
                    output logic [2:0] funct3M,
                    output logic is_MM,
                    input logic [31:0] ALUResult_interm,
                    input logic [31:0] WriteData_interm,
                    input logic [4:0] Rd_interm,
                    input logic [31:0] ImmExt_interm,
                    input logic [31:0] PCPlus4_interm,
                    input logic [63:0] mul_interm,
                    input logic [63:0] mul_s_interm,
                    input logic SrcA_b31_interm,
                    input logic SrcB_interm,
                    output logic [31:0] ALUResultM,
                    output logic [31:0] WriteDataM,
                    output logic [4:0] RdM,
                    output logic [31:0] ImmExtM,
                    output logic [31:0] PCPlus4M,
                    output logic [63:0] mulM,
                    output logic [63:0] mul_sM,
                    output logic SrcA_b31M,
                    output logic [31:0] SrcBM
);
    always_ff @(posedge clk or posedge clr) begin
        if (clr) begin
            RegWriteM <= 1'b0;
            ResultSrcM <= 2'b0;
            MemWriteM <= 1'b0;
            funct3M <= 3'b0;
            is_MM <= 1'b0;
            ALUResultM <= 32'b0;
            WriteDataM <= 32'b0;
            RdM <= 5'b0;
            ImmExtM <= 32'b0;
            PCPlus4M <= 32'b0;
            mulM <= 64'b0;
            mul_sM <= 64'b0;
            SrcA_b31M <= 1'b0;
            SrcBM <= 32'b0;
        end else begin
            RegWriteM <= RegWrite_interm;
            ResultSrcM <= ResultSrc_interm;
            MemWriteM <= MemWrite_interm;
            funct3M <= funct3_interm;
            is_MM <= is_M_interm;
            ALUResultM <= ALUResult_interm;
            WriteDataM <= WriteData_interm;
            RdM <= Rd_interm;
            ImmExtM <= ImmExt_interm;
            PCPlus4M <= PCPlus4_interm;
            mulM <= mul_interm;
            mul_sM <= mul_s_interm;
            SrcA_b31M <= SrcA_b31_interm;
            SrcBM <= SrcB_interm;
        end
    end  
endmodule
module MEMWBregister (input logic clk, clr,  
                    input logic RegWriteM,
                    input logic [1:0] ResultSrcM,
                    output logic RegWriteW,
                    output logic [1:0] ResultSrcW,
                    input logic [31:0] ALUResultM,
                    input logic [31:0] load_data,
                    input logic [4:0] RdM,
                    input logic [31:0] ImmExtM,
                    input logic [31:0] PCPlus4M,
                    input logic [31:0] mul_resultM,
                    output logic [31:0] ALUResultW,
                    output logic [31:0] ReadDataW,
                    output logic [4:0] RdW,
                    output logic [31:0] ImmExtW,
                    output logic [31:0] PCPlus4W,
                    output logic [31:0] mul_resultW
);
    always_ff @(posedge clk or posedge clr) begin
        if (clr) begin
            RegWriteW <= 1'b0;
            ResultSrcW <= 2'b0;
            ALUResultW <= 32'b0;
            ReadDataW <= 32'b0;
            RdW <= 5'b0;
            ImmExtW <= 32'b0;
            PCPlus4W <= 32'b0;
            mul_resultW <= 32'b0;
        end else begin
            RegWriteW <= RegWriteM;
            ResultSrcW <= ResultSrcM;
            ALUResultW <= ALUResultM;
            ReadDataW <= load_data;
            RdW <= RdM;
            ImmExtW <= ImmExtM;
            PCPlus4W <= PCPlus4M;
            mul_resultW <= mul_resultM;
        end
    end   
endmodule
==> flow/run.sh <==
#!/bin/bash
# OpenROAD 26Q1-2900-gdf79404cd8, Yosys 0.63+post, stock flow scripts
make -C /OpenROAD-flow-scripts/flow DESIGN_CONFIG=/design/flow/config.mk WORK_HOME=/design/flow/orfs finish
==> flow/config.mk <==
export PLATFORM = sky130hd
export DESIGN_NAME = Intemediate_register
export DESIGN_NICKNAME = Intemediate_register
export VERILOG_FILES = /design/flow/design.v
export SDC_FILE = /design/flow/constraint.sdc
export NUM_CORES = 4
export LEC_CHECK = 1
export CORE_AREA = 10 10 199 199
export DIE_AREA = 0 0 209 209
==> flow/constraint.sdc <==
current_design Intemediate_register

set clk_period 1.0
set clk_io_pct 0.2

create_clock -name clk0 -period $clk_period [get_ports {clk}]

set non_clock_inputs [all_inputs -no_clocks]
set_input_delay [expr $clk_period * $clk_io_pct] -clock clk0 $non_clock_inputs
set_output_delay [expr $clk_period * $clk_io_pct] -clock clk0 [all_outputs]
==> results.cfg <==
; implementation run metrics
[global_route]
globalRouteOverflowTotal = 0
grt_pass1_wl_um = 28000
antenna_found_initial = 0
track_usage_pct = 8.51
grt_pass1_vias = 3998
grt_max_degree = 31

[final_layout]
layout_top_cells = clkdlybuf4s50_1 (206), dfrtp_1 (205), buf_2 (205)
n_fill_cell = 3647
regArea_um2 = 5130
layout-area-overhead-vs-synth_pct = 88.7
drive_gt1_share_pct = 38.2
final_layout_top_logic_cell = clkdlybuf4s50_1
postLayoutCellArea_um2 = 9690
finalNonFillerCells = 1132
combGateArea_um2 = 0
logic_gates = 0
finish.utilization_pct = 27.4

[status]
status = finished, violations left
violations = setup timing

[synthesis]
synthCells = 206
ys.warnings.count = 1
ys_seq_elements = 205
largest_area_cell = dfrtp_1
netlist.area_leader.share_pct = 99.9
ys_seq_share_pct = 99.9
synth-area-yosys_um2 = 5130
synthDistinctLibCells = 2
syn-cell-area_um2 = 5130
ys_top_cells_by_area = dfrtp_1 (100%), inv_1 (0.073%)
avgSynthCellArea_um2 = 24.9
yosys_cells = 206

[worst_setup_path]
crit_path_start_kind = register
crit_chain = buf_2
crit_buf_inv = 1
end_kind = output port
crit_slowest_cell = dfrtp_1
worstPathRequired_ns = 0.80
worstPathArrival_ns = 1.00
crit_fanout = 1
max_stage_delay_ns = 0.37
crit_family = flip-flops
path_class = reg -> out

[die]
die_height_um = 209
dieArea_um2 = 43700
io_pins = 412
fp.dieW_um = 209
core_util_floorplan_pct = 14.5
core_um2 = 35400
rows = 69

[clock_tree]
clock_path_buffers = 3
cts.hold.buffers_added = 0
cts_tree = built
cts_setup_buffers = 0
numCtsBuffers = 22
htreeDepth = 1
clock_sinks = 205
clk_pin_slew_ns = 0.06
clockRootBuffer = clkbuf_16

[sta]
rsz0062_at_grt = true
setup_violations = 205
slew_violations = 0
period_used_pct = 120
hold_viol = 0
fmaxAchievable_ghz = 0.831
relSlewSlack_pct = 76.5
period_needed_ns = 1.20
tightest_slew_ns = 0.352
postLayoutSetupSlackWorst_ns = -0.203

[placed_design]
dp_cells = 1099
globalplace.congestion = 0.792
io_buffers = 411
place_area_um2 = 10000
dp_hpwl_um = 15600
detailedPlace.worstSlack_ns = -0.0293

[hold_path]
holdCritPathClass = in -> async

[power_and_ir_drop]
p_total_mw = 17.9
p_per_area_nw_per_um2 = 1850
ir_drop_mv = 1.31
p_leak_nw = 4.45

[drt]
totalWireLength_um = 19100
viasPerCell = 3.05
drt_iter0_drc = 137
post-route-drc-count = 0
diodes = 0
vias = 3448
final_antenna_net_count = 0
drtPass1Iterations = 4
wl_per_cell_um = 16.9

[flow_run]
openroad.warnings = 28
drv_cap = 0
## report_power, final
group | leakage [nW] | switching (mW) | internal, mW | total (mW)
clock | 0.332 | 3.03 | 4.61 | 7.64
sequential | 2.39 | 0.0935 | 8.71 | 8.81
combinational | 1.73 | 0.422 | 1.04 | 1.46
## worst max-delay path by stage
| stage | slack, ns | startpoint | to | cells past startpoint |
|---|---|---|---|---|
| 4_1_cts | -0.25 | Rd_interm[3]$_DFF_PP0_ | Rd_interm[3] | 1 |
| 5_1_grt | -0.26 | ImmExt_interm[17]$_DFF_PP0_ | ImmExt_interm[17] | 1 |
| 6_report | -0.20 | SrcB_interm[3]$_DFF_PP0_ | SrcB_interm[3] | 1 |
## kinds of logic (layout without fill, tap and decap cells)
kind of cell / Yosys count / count (layout) / synth area share, %
flops: 205 / 205 / 99.9
buf+inv: 1 / 466 / 0.0730
## routing by layer
| metal | track usage (%) | share of wire, % | up-vias | wire, µm |
|---|---|---|---|---|
| met5 | 0 | 0 | - | 0 |
| met4 | 1.79 | 2.3 | 0 | 440 |
| met3 | 4.08 | 11 | 29 | 2130 |
| met2 | 13.8 | 49 | 232 | 9420 |
| met1 | 10.1 | 37 | 1644 | 7140 |
| li1 | - | - | 1543 | - |
## Yosys cell counts (all sizes together)
master    n
dfrtp   205
inv       1
## metrics by stage
step	setup TNS (ns)	hold slack, ns
2_1_floorplan	-380.95	0.231
3_3_place_gp	-0.167	0.600
3_5_place_dp	-0.193	0.599
4_1_cts	-43.83	0.0428
5_1_grt	-46.28	0.0588
6_report	-35.53	0.0679
## final cells by class
class                 count  area share [%]
sequential              205            53.0
inverter                  1          0.0775
clock buffer             30            6.52
clock inverter            3           0.452
timing repair buffer    432            34.0
tap                     461            5.96
## sequential cells by signal, summed over array words and instances, names as in the netlist
register,flops
funct3_interm,3
ResultSrc_interm,2
ImmExt_interm,32
WriteData_interm,32
MemWrite_interm,1
SrcB_interm,32
is_M_interm,1
ALUResult_interm,32
PCPlus4_interm,32
SrcA_interm,32
RegWrite_interm,1
Rd_interm,5
## timing repair
| action | 4_1_cts | 5_1_grt |
|---|---|---|
| gates resized | 680 | 0 |
| endpoints found under the setup margin | 205 | 205 |
| pin swaps | 0 | 0 |
Power is estimated from default activity; no workload was simulated.
